===== /design/flow/run.sh =====
#!/bin/bash
# OpenROAD 26Q1-2900-gdf79404cd8, Yosys 0.63+post, stock flow scripts
make -C /OpenROAD-flow-scripts/flow DESIGN_CONFIG=/design/flow/config.mk WORK_HOME=/design/flow/orfs finish

===== /design/flow/config.mk =====
export PLATFORM = sky130hd
export DESIGN_NAME = clock_divider
export DESIGN_NICKNAME = clock_divider
export VERILOG_FILES = /design/flow/design.v
export SDC_FILE = /design/flow/constraint.sdc
export NUM_CORES = 4
export LEC_CHECK = 1
export CORE_UTILIZATION = 30

===== /design/flow/constraint.sdc =====
current_design clock_divider

set clk_period 5.5
set clk_io_pct 0.2

create_clock -name clk0 -period $clk_period [get_ports {clk}]

set non_clock_inputs [all_inputs -no_clocks]
set_input_delay [expr $clk_period * $clk_io_pct] -clock clk0 $non_clock_inputs
set_output_delay [expr $clk_period * $clk_io_pct] -clock clk0 [all_outputs]

===== /design/flow/design.v =====
`timescale 1ns / 1ps 
module clock_divider #(parameter div_value = 1)(
    input wire clk,
    output reg divide_clk = 0
);
    integer counter_value = 0;
    always @(posedge clk) begin
        if (counter_value == div_value)
            counter_value <= 0;
        else
            counter_value <= counter_value + 1;
        if (counter_value == div_value)
            divide_clk <= ~divide_clk ;
    end
endmodule

==> CHANGELOG.md <==
### Physical design

* Yosys Instances at 134
* Pin count of the biggest net entering global routing at 11
* Synth cell types at 22
* Vias in the first global route at 938
* Post-CTS Hold Buffers at 0
* Port Buf Inserts at 1
* Setup-failing EPs final at 0
* Drt drc at 0
* Core Util, Final at 34.96%
* Chip area line of the yosys report at 1376 sq um
* Maximum Capacitance Violations at 0
* Antenna cells at 0
* Power Dens Cells at 275.1 nW/um^2
* DP Worst Slack at 3.623 ns
* Logic cell area at 689.4 sq um
* Die Y at 69.73 microns
* CP max stage delay at 0.46 ns
* Clock Skews at 0.001827 ns
* LEAKAGE at 0.5014 nW
* Routed WL per cell at 11.74 microns
* CTS Buf Count at 5
* ANT nets after route at 0
* Pre-antenna DRT Iters at 4
* Clk pin slew, worst setup/hold paths at 0.06 ns
* Worst setup EP type: output pin
* Yosys warns at 1
* Initial Util at 31.39%
* Critical path peak fanout at 2
* Die Wd at 69.73 microns
* Cell family with most CP delay: buffers and inverters
* Status: complete, no violations
* Final Instance Count excl. Fillers at 193
* Post-route cell area at 1533 sq um
* Final GP Congestion at 0.7518
* Total number of vias at 959
* Setup WS post-layout at 3.315 ns
* Synth Seq Share at 48.73%
* Max_slew headroom at 56.95%
* Post-synthesis cell area at 1376 sq um
* Worst path bufs/invs at 1
* P&R area growth vs syn at 11.36%
* Initial antenna violation count at 0
* Required time of the worst setup path at 4.40 ns
* Highest clock rate at 457.7 MHz
* Tcrit/Tclk final at 39.72%
* Reg2reg start: counter_value[0]$_SDFF_PN0_
* Fin. max-slew vios at 0
* Insertion Delay late pin at 0.28 ns
* Setup TNS at 0 ns
* Core area at 4384 sq um
* CP Cell Sequence: clkdlybuf4s50_1
* WS Path Type: register to output pin
* Longest Clk Path Bufs at 2
* I/O pin cnt at 2
* Fillers at 431
* Crit path depth at 1
* Clk sinks at 33
* Worst hold slack at 0.4634 ns
* Worst Setup SP: divide_clk$_DFFE_PN_
* Setup crit end: divide_clk
* Crit path time final at 2.185 ns
* R2R setup slack at 3.73 ns
* Tightest Hold Check Type: register to register
* RSZ-0062 raised after global routing: no
* TritonCTS clock tree: built
* Synth Register Bits at 33
* Worst r2r dst: counter_value[28]$_SDFF_PN0_
* Placed cells at 185
* Post-synthesis instance total at 134
* Synth Area per Inst at 10.27 sq um
* CP startpoint kind: register
* Total gr overflow at 0
* Global-route wire length before repair at 4.126 mm
* Total power draw at 0.4217 mW
* FF+latch area at 670.6 sq um
* Worst R2R Path Depth at 5
* Placed Area at 1443 sq um
* Routed WL at 2.266 mm
* Post-CTS setup buffer count at 0
* WHS Path Cells at 1
* Tool warnings at 26
* Fin. Hold Viols at 0
* Cts repair resizes at 0
* DP HPWL at 1.570 mm
* Tightest Pin Transition at 0.6409 ns
* Peak supply drop at 0.0001874 V
* All-Layer GR Usage at 10.53%
* CTS root buffer: clkbuf_8
* Vias per cell at 4.969
* Num rows at 24
* Chip area at 4862 sq um
* Htree depth at 2
* Fraction of layout cells with a size suffix above 1 at 7.801%
* Crit path DAT at 1.08 ns
* Slowest cell on crit path: clkdlybuf4s50_1
* Iteration-0 DRC Markers at 21
-- routing by layer --
metal	track usage, %	part of all wire (%)
met5	0	0
met4	1.778	1.8
met3	3.687	5.3
met2	15.21	43
met1	15.89	50
-- cell usage after synthesis (all sizes together) --
cell type | n | area [sq um]
nand2 | 8 | 30.03
ha | 2 | 25.02
nor3 | 2 | 10.01
and2 | 3 | 18.77
nor4b | 1 | 8.760
nand3 | 16 | 85.08
nor2 | 7 | 26.28
and4 | 4 | 36.29
buf | 1 | 5.000
edfxtp | 1 | 30.03
xnor2 | 26 | 227.7
nor4 | 8 | 80.08
dfxtp | 32 | 640.6
and3 | 7 | 43.79
nand4 | 9 | 62.56
inv | 2 | 7.510
xor2 | 4 | 35.03
clkbuf | 1 | 3.750
-- state kept, by name, summed over array words and instances (netlist names) --
name           count
divide_clk         1
counter_value     32
-- where the power goes --
part | internal (mW) | total, mW | switching (mW) | leakage, nW
clock network | 0.102 | 0.182 | 0.0798 | 0.0455
registers | 0.240 | 0.240 | 0 | 0.269
logic | 0 | 0.000000187 | 0 | 0.187
total | 0.342 | 0.422 | 0.0798 | 0.501
-- kinds of logic (layout without fill, tap and decap cells) --
family                     count (synthesis)  count (layout)  share of synthesized area, %
xor gates and xnor gates                  30              30                         19.09
and+or+nand+nor                           65              65                         29.18
buffers and inverters                      4              11                         1.181
adders and majority gates                  2               2                         1.818
DFF                                       33              33                         48.73
-- cell type report --
| type | instances | area share [%] |
|---|---|---|
| Multi-Input combinational cell | 97 | 44.98 |
| Sequential cell | 33 | 43.76 |
| Clock buffer | 8 | 5.878 |
| Tap cell | 52 | 4.245 |
| Timing Repair Buffer | 1 | 0.6531 |
| Inverter | 2 | 0.4898 |
-- worst min path at each step --
stage,slack [ns],to,from
after CTS,0.47,counter_value[31]$_SDFF_PN0_,counter_value[31]$_SDFF_PN0_
after global routing,0.48,counter_value[31]$_SDFF_PN0_,counter_value[31]$_SDFF_PN0_
final,0.46,counter_value[31]$_SDFF_PN0_,counter_value[31]$_SDFF_PN0_
-- placed cells by master, fill, tap and decap left out, types with 2 or more instances in the layout --
cell type and count:
and2_1 3, and3_1 7, and4_1 3, clkbuf_1 2, clkbuf_8 6, dfxtp_1 32, ha_1 2, inv_1 2
nand2_1 8, nand3_1 15, nand4_1 8, nor2_1 7, nor3_1 2, nor4_1 6, nor4_4 2, xnor2_1 26
xor2_1 4
Power and IR drop assume default switching activity.
