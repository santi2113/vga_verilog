[design/flow/design.v]
`timescale 1ns / 1ps
module vga_controller(
    input wire clk,          
    input wire reset,        
    output wire h_sync,      
    output wire v_sync,      
    output wire display_enable,  
    output wire [9:0] x_count,  
    output wire [9:0] y_count   
);
    localparam H_DISPLAY       = 640;
    localparam H_FRONT_PORCH   = 16;
    localparam H_SYNC_PULSE    = 96;
    localparam H_BACK_PORCH    = 48;
    localparam H_TOTAL         = H_DISPLAY + H_FRONT_PORCH + H_SYNC_PULSE + H_BACK_PORCH;
    localparam V_DISPLAY       = 480;
    localparam V_FRONT_PORCH   = 10;
    localparam V_SYNC_PULSE    = 2;
    localparam V_BACK_PORCH    = 33;
    localparam V_TOTAL         = V_DISPLAY + V_FRONT_PORCH + V_SYNC_PULSE + V_BACK_PORCH;
    reg [9:0] h_counter;
    reg [9:0] v_counter;
    assign h_sync = (h_counter >= (H_DISPLAY + H_FRONT_PORCH)) && (h_counter < (H_DISPLAY + H_FRONT_PORCH + H_SYNC_PULSE));
    assign v_sync = (v_counter >= (V_DISPLAY + V_FRONT_PORCH)) && (v_counter < (V_DISPLAY + V_FRONT_PORCH + V_SYNC_PULSE));
    assign display_enable = (h_counter < H_DISPLAY) && (v_counter < V_DISPLAY);
    assign x_count = (display_enable) ? h_counter : 10'b0;
    assign y_count = (display_enable) ? v_counter : 10'b0;
    always @(posedge clk or posedge reset) begin
        if (reset) begin
            h_counter <= 0;
        end else begin
            if (h_counter == (H_TOTAL - 1)) begin
                h_counter <= 0;
            end else begin
                h_counter <= h_counter + 1;
            end
        end
    end
    always @(posedge clk or posedge reset) begin
        if (reset) begin
            v_counter <= 0;
        end else if (h_counter == (H_TOTAL - 1)) begin
            if (v_counter == (V_TOTAL - 1)) begin
                v_counter <= 0;
            end else begin
                v_counter <= v_counter + 1;
            end
        end
    end
endmodule
[design/flow/run.sh]
#!/bin/bash
# OpenROAD 26Q1-2900-gdf79404cd8, Yosys 0.63+post, stock flow scripts
make -C /OpenROAD-flow-scripts/flow DESIGN_CONFIG=/design/flow/config.mk WORK_HOME=/design/flow/orfs finish
[design/flow/config.mk]
export PLATFORM = sky130hd
export DESIGN_NAME = vga_controller
export DESIGN_NICKNAME = vga_controller
export VERILOG_FILES = /design/flow/design.v
export SDC_FILE = /design/flow/constraint.sdc
export NUM_CORES = 4
export LEC_CHECK = 1
export CORE_AREA = 10 10 100 100
export DIE_AREA = 0 0 110 110
[design/flow/constraint.sdc]
current_design vga_controller

set clk_period 2.8
set clk_io_pct 0.2

create_clock -name clk0 -period $clk_period [get_ports {clk}]

set non_clock_inputs [all_inputs -no_clocks]
set_input_delay [expr $clk_period * $clk_io_pct] -clock clk0 $non_clock_inputs
set_output_delay [expr $clk_period * $clk_io_pct] -clock clk0 [all_outputs]
==> results_slide.txt <==
Run Summary

Die
  – Initial Utilization: roughly 17%
  – CORE AREA: 7810 um^2
  – Die area: 12,100 um^2
  – Ports: 25
  – Die width: roughly 110 um
  – Die Y: 110 um
  – Number of cell rows: 32

Synthesis
  – Mapped Avg Cell Area: between 9 and 10 um^2
  – Basic Gates by Area: between 30% and 40%
  – Mapped cell area: roughly 1300 um^2
  – Mux share: less than 1%
  – Adder share: roughly 4.8%
  – Leading area contributor after synthesis: dfrtp_1
  – Synth warnings: 1
  – Commonest flop: dfrtp_1
  – Async S/R FF share, synth: 100%
  – XOR/XNOR Area Share: around 6.7%
  – Flip-flops with a built-in enable: 0
  – Post-synth top cells: dfrtp_1 (20), and2_1 (14), nand2_1 (9), nor2_1 (8)
  – Distinct cells, synth: 43
  – Seq cells post-synth: 20
  – Cells in synth_stat.txt: ~140
  – Top comb family, area: simple AND/OR/NAND/NOR gates
  – Most frequent cell after synthesis: dfrtp_1
  – Share of the yosys chip area belonging to registers: roughly two fifths
  – Yosys chip area: approximately 1300 um^2
  – Top area contributor share: 38.1%
  – Syn Inst Count: around 140
  – Yosys aoi share: approximately 8.4%
  – Top post-synthesis cells by area: dfrtp_1 (38%), and2_1 (6.7%), ha_1 (4.8%), xor2_1 (4.0%), xnor2_1 (2.7%)

Placed design
  – RePlAce Congestion: slightly below 0.8
  – Pre-CTS setup slack: around 180 ps
  – DP Cell Count: approximately 250
  – Port Buffers: 23
  – Hpwl dp: approximately 2.4 mm

Routing
  – Post-route DRC: 0
  – Final wirelength: 3.21 mm
  – DRT Pass-1 Iters: 4
  – # diodes: 0
  – Routed vias/inst: ~4.0
  – DR WL/cell: ~13 um
  – DR iter-0 viols: just under 50
  – Count of antenna-violating nets left after detailed routing: 0
  – Vias post-DR: 1,040

Finish
  – Post-layout util: between 20% and 30%
  – Register Area: about 500 um^2
  – Syn-to-layout area delta: 26.3%
  – Fillers: ~840
  – Logic area: just over 700 um^2
  – Fin cells: about 260
  – Layout cells sized above 1: 12.3%

Critical path
  – Worst EP arrival: 2160 ps
  – Worst-path cell chain: and3_2 -> and2_2 -> nor4_1 -> clkdlybuf4s50_1
  – Last element of the critical path: y_count[0]
  – CP Launch Type: flip-flop
  – Crit end category: output pin
  – Critical R2R Capture: v_counter[2]$_DFFE_PP0N_
  – R2r startpoint: h_counter[0]$_DFF_PP0_
  – Cells on worst reg2reg path: 5
  – Delay of the slowest critical-path stage: roughly 560 ps
  – Critical path required time: between 2000 and 2500 ps
  – R2R Setup Slk: 890 ps
  – Setup Crit Path Kind: reg2out
  – Worst setup path start: v_counter[5]$_DFFE_PP0N_
  – Peak fanout along the critical path: 7
  – CP max-delay cell: clkdlybuf4s50_1

Timing
  – Setup TNS: 0 ps
  – Final worst-path setup slack: slightly below 80 ps
  – Tmin final: 2720 ps
  – Final setup fails: 0
  – Fin. max-slew vios: 0
  – RSZ-0062 raised after global routing: no
  – Final Hold Fails: 0
  – Max-Slew Margin vs Limit: 47.1%
  – Max Clock Skew: approximately 2.1 ps
  – Fmax: approximately 370 MHz
  – Tcrit/Tclk final: between 90% and 100%
  – Worst-Margin Slew: between 700 and 800 ps

Global route
  – Maximum number of pins on one net before global-route repair: 21
  – Global route overflow: 0
  – Vias in the first global route: 1,029
  – First-pass GRT wire length: 5.22 mm
  – GRT Total Usage: around 5.4%
  – Initial antenna violation count: 0

Clock tree
  – Clock Tree Root: clkbuf_8
  – Worst-path clk slew: roughly 70 ps
  – CTS tree: built
  – Cts hold-fix bufs: 0
  – Clk ins delay skew pair: 260 ps
  – Htree depth: 1
  – Max Root-Sink Buffers: 2
  – CTS buffer count: 3
  – Clock sink total: 20

Run
  – Tool warnings: 29
  – Max_cap viols: 0

Power
  – Peak supply drop: around 0.00012 V
  – LEAKAGE: around 0.68 nW
  – Ratio of total power to cell area: between 300 and 400 nW/um^2

Hold path
  – Min-delay worst type: reg2reg

Run status
  – Outcome: finished clean
==> cells in the final DEF (no fill, tap or decap), types with 4 or more instances in the layout <==
cell type and count:
and2_1 14, clkdlybuf4s50_1 23, nand2_1 9, xnor2_1 4, nor4_1 5, nor3_1 4, nand3_1 4, dfrtp_1 19
and3_1 4, inv_1 6, clkbuf_8 4, nand4_1 5, nor2_1 8, xor2_1 6, ha_1 5
==> worst min path at each step <==
| stage | startpoint | end | depth (start not counted) |
|---|---|---|---|
| after CTS | h_counter[0]$_DFF_PP0_ | h_counter[0]$_DFF_PP0_ | 1 |
| after global routing | v_counter[7]$_DFFE_PP0N_ | v_counter[7]$_DFFE_PP0N_ | 1 |
| final | v_counter[6]$_DFFE_PP0N_ | v_counter[6]$_DFFE_PP0N_ | 1 |
==> what timing repair did <==
action	CTS	global route
pin swaps	1	0
gates cloned	0	0
setup endpoints to repair	14	1
resized	0	1
setup buffers	2	0
==> per-stage QoR <==
| stage | hold WS (ps) | power [W] | cell area [um^2] |
|---|---|---|---|
| 2_1_floorplan | 462 | 0.000300 | 1310 |
| 4_1_cts | 510 | 0.000526 | 1660 |
| 5_1_grt | 544 | 0.000535 | 1660 |
| 3_3_place_gp | 486 | 0.000302 | 1590 |
| 6_report | 513 | 0.000518 | 1660 |
| 3_5_place_dp | 498 | 0.000302 | 1590 |
==> area by class of cell <==
type                    count  area share, %
repair buffers             25           14.8
multi-input cells         100           42.6
clock buffers               4           3.32
inverters                   6           1.36
well taps                 102           7.70
flip-flops and latches     20           30.3
==> worst max-delay path, delay by kind of cell, from the launching register on <==
family	cells	cell delay, ps
buffers and inverters	1	560
flip-flops	1	450
AND/OR/NAND/NOR	3	900
==> sequential cells by signal, indices dropped and copies added, names as in the netlist <==
register	count
h_counter	10
v_counter	10
==> cells by family after synthesis <==
| logic type | after synthesis |
|---|---|
| buffers and inverters | 16 |
| and+or+nand+nor | 68 |
| DFF | 20 |
| xor gates and xnor gates | 10 |
| adders and majority gates | 5 |
| muxes | 1 |
| AOI/OAI and AO/OA | 15 |
| other | 1 |
==> layer usage <==
| layer | part of all wire [%] | vias up | wire length [um] | GRT usage (%) |
|---|---|---|---|---|
| met3 | 4.8 | 2 | 154 | 0.823 |
| met5 | 0 | - | 0 | 0 |
| met2 | 48 | 24 | 1530 | 8.89 |
| met1 | 46 | 506 | 1470 | 7.17 |
| li1 | - | 508 | - | - |
| met4 | 1.7 | 0 | 54 | 1.30 |
==> power by group <==
part	internal, W	total, W	switching, W
Clock	0.000125	0.000223	0.0000976
Sequential	0.000289	0.000289	0
Combinational	0.00000130	0.00000718	0.00000588
Power and IR drop assume default switching activity.
